[./design.v]
`timescale 1ns / 1ps
module push_key
(
    input clk,
    input key,
    output push
);
reg key_sync, key_prev;
always @(posedge clk)
begin
    key_sync <= key;
    key_prev <= key_sync;
end
assign push = key_prev & ~key_sync;
endmodule
module num2seq 
(
    input [3:0] num,
    output [6:0] seq
);
assign seq =    num == 4'h0  ? 7'b1000000 :
                num == 4'h1  ? 7'b1111001 :
                num == 4'h2  ? 7'b0101011 :
                num == 4'h3  ? 7'b0110000 :
                num == 4'h4  ? 7'b0011001 :
                num == 4'h5  ? 7'b0010010 :
                num == 4'h6  ? 7'b0000010 :
                num == 4'h7  ? 7'b1111000 :
                num == 4'h8  ? 7'b0000000 :
                num == 4'h9  ? 7'b0010000 :
                num == 4'ha ? 7'b0001000 :
                num == 4'hb ? 7'b0000011 :
                num == 4'hc ? 7'b1000110 :
                num == 4'hd ? 7'b0100001 :
                num == 4'he ? 7'b0000110 : 7'b0001110;
endmodule
module TASK1 
(
    input  clk,
    input  key1, 
    input  key2, 
    input  key3,
    output [6:0] seq
);
wire key_push1;
wire key_push2;
wire key_push3;
reg [3:0] counterm;
push_key push_key_in1(
    .clk(clk),
    .key(key1),
    .push(key_push1)
);
push_key push_key_in2(
    .clk(clk),
    .key(key2),
    .push(key_push2)
);
push_key push_key_in3(
    .clk(clk),
    .key(key3),
    .push(key_push3)
);
num2seq num2seq_in(
    .num(counterm),
    .seq(seq)
);
always @(posedge clk)
begin
if (key_push1) counterm <= 4'h0;
else if (key_push2 & key1) counterm <= counterm + 4'h1;
else if (key_push3 & key1) counterm <= counterm - 4'h1;
end
endmodule 
[./constraint.sdc]
current_design TASK1

set clk_period 2.0
set clk_io_pct 0.2

create_clock -name clk0 -period $clk_period [get_ports {clk}]

set non_clock_inputs [all_inputs -no_clocks]
set_input_delay [expr $clk_period * $clk_io_pct] -clock clk0 $non_clock_inputs
set_output_delay [expr $clk_period * $clk_io_pct] -clock clk0 [all_outputs]
[./run.sh]
#!/bin/bash
# OpenROAD 26Q1-2900-gdf79404cd8, Yosys 0.63+post, stock flow scripts
make -C /OpenROAD-flow-scripts/flow DESIGN_CONFIG=/design/flow/config.mk WORK_HOME=/design/flow/orfs finish
[./config.mk]
export PLATFORM = sky130hd
export DESIGN_NAME = TASK1
export DESIGN_NICKNAME = TASK1
export VERILOG_FILES = /design/flow/design.v
export SDC_FILE = /design/flow/constraint.sdc
export NUM_CORES = 4
export LEC_CHECK = 1
export CORE_AREA = 10 10 70 70
export DIE_AREA = 0 0 80 80
==> flow_summary.json <==
{
  "fillers": 349,
  "grt_pass1_wl_um": 2863,
  "final.min_clock_period_ns": 2.080,
  "antenna_found_initial": 0,
  "chip_area_mm2": 0.006400,
  "synth_area_per_cell_um2": 8.046,
  "drcViolationCount": 0,
  "vias": 681,
  "synth_top_cell_by_count": "nand2_1",
  "numSynthFlops": 10,
  "die_y_um": 80,
  "worst_ep_arrival_time_ns": 1.68,
  "routabilityCongestion": 0.8385,
  "core_mm2": 0.003416,
  "dpl_worst_slack_ns": -0.2463,
  "yosys-top-cells-count": "11 x nand2_1, 10 x dfxtp_1, 8 x nor2_1",
  "syn_to_final_growth_pct": 69.68,
  "relSlewSlack": 0.6781,
  "cpPeakStageDelay_ns": 0.38,
  "comb_area_um2": 479.2,
  "crit_required_ns": 1.60,
  "fin_tns_setup_ns": -0.2359,
  "met1Wirelength_um": 832,
  "port_buffers": 10,
  "seq_power_share": 0.206,
  "pwr-share-comb": 0.706,
  "p_per_area_mw_per_mm2": 1329,
  "grt_max_degree": 15,
  "crit_path_max_fanout": 5,
  "synth_area_um2": 635.6,
  "top_area_cell": "dfxtp_1",
  "cts_tree": "yes",
  "fp_util": 0.1861,
  "hp-class": "reg2reg",
  "yosys_cells": 79,
  "yosysTopAreaCellShare": 0.3150,
  "final-hold-violation-count": 0,
  "clock_latency_ns": 0.26,
  "grt_pass1_vias": 680,
  "ir_worst_vdd_mv": 0.5452,
  "ys_area_um2": 635.6,
  "ys_warn_count": 2,
  "finalInstanceArea_mm2": 0.001079,
  "crit_chain": "inv_4 -> ha_4 -> buf_6 -> buf_6 -> or3_1 -> a21oi_2 -> buf_2",
  "rows": 21,
  "warning_count": 31,
  "regArea_um2": 207.7,
  "finalCritPeriodShare": 1.040,
  "io_pins": 11,
  "worst_path_most_repeated_cell": "buf_6",
  "wl_um": 1700,
  "startpoint_type": "flip-flop",
  "topCellsByArea": "dfxtp_1 31%, ha_1 9.8%, nand2_1 6.5%",
  "n_antenna_cell": 0,
  "drive_above_1_share": 0.4649,
  "synth-edff-count": 0,
  "drtAntennaViolNets": 0,
  "synthCells": 79,
  "skew_ns": 0.006915,
  "drt_iter0_drc": 27,
  "max-cap-violations": 0,
  "clockPowerShare": 0.088,
  "max_freq_mhz": 480.8,
  "grt_usage": 0.05331,
  "flop_cell": "dfxtp_1",
  "setup_slack_ns": -0.07993,
  "p_int_mw": 0.9056,
  "cts_buffers": 3,
  "p_sw_frac": 0.3681,
  "cts.htree.levels": 1,
  "p_leak_nw": 0.4574,
  "cts.sinks": 10,
  "ys_types": 34,
  "die_x_um": 80,
  "met3_length_um": 121,
  "ys_async_sr_fraction": 0,
  "dpl_cell_area_um2": 838.3,
  "wl_per_cell_um": 10.63,
  "ys_seq_share": 0.3150,
  "crit_type": "reg2out",
  "violations": "setup timing",
  "overflow": 0,
  "routed_via_density": 4.256,
  "setup_violations": 5,
  "drv_slew": 0,
  "end_kind": "output pin",
  "dp_hpwl_um": 1089,
  "met2_length_um": 737,
  "cts-root-buf": "clkbuf_4",
  "cts_buffer_depth": 2,
  "tightest_slew_ns": 0.4821,
  "drtPass1Iterations": 4,
  "switching_power_mw": 0.5275,
  "clk_pin_slew_ns": 0.06,
  "outcome": "finished, violations left",
  "slowest_stage": "dfxtp_4",
  "maxUsedRoutingLayer": "met4",
  "rsz0062_at_grt": "true"
}
==> area by class of cell <==
type / count / area share
Sequential cell: 10 / 0.1926
Inverter: 4 / 0.01856
Timing Repair Buffer: 36 / 0.2703
Clock buffer: 3 / 0.02088
Tap cell: 46 / 0.05336
Multi-Input combinational cell: 61 / 0.4443
==> path summary, 6_finish.rpt <==
kind	startpoint	to	slack, ns	cells after the start
worst max register to register	counterm[1]	counterm[2]	0.53	7
worst max-delay path	counterm[1]	seq[1]	-0.08	7
worst min register to register	push_key_in1.key_sync	push_key_in1.key_prev	0.36	0
worst min-delay path	push_key_in1.key_sync	push_key_in1.key_prev	0.36	0
==> placed cells by master, fill, tap and decap left out, types with 2 or more instances in the layout <==
| cell type | n |
|---|---|
| buf_2 | 6 |
| dfxtp_4 | 2 |
| or3_1 | 2 |
| clkdlybuf4s50_1 | 3 |
| buf_4 | 19 |
| o21ai_1 | 3 |
| dfxtp_1 | 8 |
| nor2_1 | 7 |
| nand2_2 | 3 |
| inv_4 | 2 |
| nand2b_1 | 2 |
| xnor2_1 | 2 |
| nand2_1 | 8 |
| buf_6 | 7 |
| o22ai_1 | 2 |
| ha_4 | 4 |
| clkbuf_4 | 3 |
| o31ai_1 | 2 |
| nand3b_1 | 2 |
==> through the flow <==
step / total power, mW / instances / util / hold slack, ns
2_1_floorplan: 0.6399 / 79 / - / 0.3360
3_3_place_gp: 1.011 / 141 / 0.2454 / 0.3468
3_5_place_dp: 1.016 / 141 / 0.2454 / 0.3536
4_1_cts: 1.387 / 158 / 0.3103 / 0.3545
5_1_grt: 1.554 / 160 / 0.3158 / 0.3771
6_report: 1.433 / 160 / 0.3158 / 0.3561
==> worst max-delay path, delay by kind of cell (launching register included) <==
kind / cells / cell delay (ns)
adders and majority gates: 1 / 0.18
AOI/OAI and AO/OA: 1 / 0.13
and+or+nand+nor: 1 / 0.35
buffers and inverters: 4 / 0.39
DFF: 1 / 0.38
==> power groups by stage <==
stage     Combinational, mW  Sequential (mW)  Clock (mW)
6_report               1.01            0.295       0.127
5_1_grt                1.10            0.303       0.148
4_1_cts               0.960            0.292       0.135
==> registers in the layout (all words and copies together), names as in the netlist <==
register,cells
push_key_in3.key_prev,1
counterm,4
push_key_in2.key_prev,1
push_key_in3.key_sync,1
push_key_in1.key_sync,1
push_key_in2.key_sync,1
push_key_in1.key_prev,1
==> cells by family (layout without fill, tap and decap cells) <==
kind of cell / after synthesis / count (layout) / share of synthesized area
compound gates: 17 / 17 / 0.1791
flops: 10 / 10 / 0.3150
buf+inv: 8 / 43 / 0.07085
xor+xnor: 2 / 2 / 0.02756
fa+ha+maj: 5 / 5 / 0.09843
simple gates: 37 / 37 / 0.3091
==> repair_timing <==
item                       in CTS  in global routing
gates resized                  50                  3
pin swaps                      12                  3
hold buffers                    0                  0
setup endpoints to repair       7                  7
buffers inserted               14                  3
hold endpoints to repair        0                  0
==> metal layers <==
| metal | track usage | vias to the layer above |
|---|---|---|
| met1 | 0.07085 | 309 |
| met5 | 0 | - |
| met3 | 0.02045 | 2 |
| met2 | 0.08347 | 15 |
| li1 | - | 355 |
| met4 | 0.003521 | 0 |
Power figures rest on the tool's default switching activity, not on a simulated workload.
